--- /design/flow/design.v ---
package DTB_PKG;
   localparam integer unsigned  TRB_WIDTH = 32;
   localparam integer unsigned  TRB_ADDR_WIDTH = 8;
   localparam integer unsigned  TRB_DEPTH = 256;
   localparam integer unsigned  TRB_MAX_TRACES = 16;
   localparam integer unsigned  TRB_NTRACE_BITS = $clog2($clog2(TRB_MAX_TRACES) + 1);
   typedef enum logic[1:0]
                {
                 trace_mode     = 2'b00,
                 rw_stream_mode = 2'b01,
                 r_stream_mode  = 2'b10,
                 w_stream_mode  = 2'b11
                 } trg_mode_t;
   localparam integer unsigned  TRB_DELAY_BITS = 8 - 2 - TRB_NTRACE_BITS;
   typedef struct               packed {
      trg_mode_t                  trg_mode;
      logic [TRB_NTRACE_BITS-1:0] trg_num_traces;
      logic [TRB_DELAY_BITS-1:0]  trg_delay;
   } control_t;
   localparam                     logic [2 + TRB_NTRACE_BITS + TRB_DELAY_BITS -1 :0] CONTROL_DEFAULT = '0;
   typedef struct                 packed {
      logic                       trg_event;
      bit [ $clog2(TRB_WIDTH)-1:0 ] event_pos;
      logic [7 - $clog2(TRB_WIDTH) - 1:0] zero;
   } status_t;
   localparam                       status_t STATUS_DEFAULT = '0;
   endpackage : DTB_PKG  
localparam integer unsigned TRB_WIDTH = 32;
localparam integer unsigned TRB_ADDR_WIDTH = 8;
localparam integer unsigned TRB_DEPTH = 32;
localparam integer unsigned TRB_MAX_TRACES = 16;
localparam integer unsigned TRB_NTRACE_BITS = $clog2($clog2(TRB_MAX_TRACES));
typedef enum logic [1:0] {
  trace_mode     = 2'b00,
  rw_stream_mode = 2'b01,
  r_stream_mode  = 2'b10,
  w_stream_mode  = 2'b11
} trg_mode_t;
localparam integer unsigned TRB_MODE_BITS = 2;
localparam integer unsigned TRB_CONTROL_BITS = 8;
localparam integer unsigned TRB_DELAY_BITS = 8 - 2 - TRB_NTRACE_BITS;
typedef struct packed {
  trg_mode_t                  trg_mode;
  logic [TRB_NTRACE_BITS-1:0] trg_num_traces;
  logic [TRB_DELAY_BITS-1:0]  trg_delay;
} control_t;
localparam logic [2 + TRB_NTRACE_BITS + TRB_DELAY_BITS -1 : 0] CONTROL_DEFAULT = '0;
typedef struct packed {
  logic                               trg_event;
  bit [$clog2(TRB_WIDTH)-1:0]         event_pos;
  logic [7 - $clog2(TRB_WIDTH) - 1:0] zero;
} status_t;
localparam integer unsigned TRB_STATUS_BITS = 8;
localparam status_t STATUS_DEFAULT = '0;
module Logger (
               input logic                         CLK_I,
               input logic                         RST_NI,
               input logic [TRB_CONTROL_BITS-1:0]  CONTROL_I,
               output logic [TRB_STATUS_BITS-1:0]  STATUS_O,
               input logic                         RW_TURN_I,
               output logic                        WRITE_O,
               input logic                         WRITE_ALLOW_I,
               input logic                         READ_ALLOW_I,
               output logic [TRB_ADDR_WIDTH-1:0]   READ_PTR_O,
               input logic [TRB_WIDTH-1:0]         DMEM_I,
               output logic [TRB_ADDR_WIDTH-1:0]   WRITE_PTR_O,
               output logic [TRB_WIDTH-1:0]        DMEM_O,
               output logic [1:0]                  MODE_O,
               output bit [TRB_NTRACE_BITS-1:0]    NTRACE_O,
               input logic [$clog2(TRB_WIDTH)-1:0] EVENT_POS_I,
               input logic                         TRG_EVENT_I,
               output logic                        TRG_DELAYED_O,
               output logic [TRB_WIDTH-1:0]        DATA_O,
               input logic                         LOAD_REQUEST_I,
               output logic                        LOAD_GRANT_O,
               input logic [TRB_WIDTH-1:0]         DATA_I,
               input logic                         STORE_I,
               output logic                        STORE_PERM_O
               );
   control_t control;
   assign control = CONTROL_I;
   assign MODE_O = control.trg_mode;
   assign NTRACE_O = control.trg_num_traces;
   status_t status;
   assign status.zero = '0;
   assign STATUS_O = status;
   assign status.event_pos = EVENT_POS_I;
   assign TRG_DELAYED_O = status.trg_event;
   bit [TRB_ADDR_WIDTH-1:0]                        write_ptr;
   assign WRITE_PTR_O = write_ptr;
   logic                                           trg_event;
   always_ff @(posedge CLK_I) begin : STICKY_TRG_EVENT_ADDRESS
      if (!RST_NI) begin
         trg_event <= 0;
      end
      else if (TRG_EVENT_I == 1 && trg_event == 0) begin
         trg_event <= 1;
      end
   end
   bit [TRB_ADDR_WIDTH-1:0] hist_count;
   logic                    write;
   assign WRITE_O = write;
   always_ff @(posedge CLK_I) begin : PRE_TRIGGER_PROC
      if(!RST_NI || !trg_event) begin
         hist_count <= ((control.trg_delay) * (TRB_DEPTH-1)) / (2**TRB_DELAY_BITS-1);
         status.trg_event <= 0;
      end
      else begin
         if (write && RW_TURN_I) begin
            if (hist_count > 0) begin
               hist_count <= hist_count - 1;
               status.trg_event <= 0;
            end
            else begin
               status.trg_event <= 1;
            end
         end
      end  
   end  
   bit [TRB_ADDR_WIDTH-1:0] read_ptr;
   assign READ_PTR_O = read_ptr;
   logic                    pending_write;
   logic                    read_valid;
   always_comb begin
      read_valid = 0;
      if (READ_ALLOW_I) begin
         if (control.trg_mode == w_stream_mode ) begin
            read_valid = 1;
         end
         else begin
            if ((read_ptr+1) % TRB_DEPTH != write_ptr) begin
               read_valid = 1;
            end
         end
      end
   end
   logic                    write_valid;
   assign STORE_PERM_O = write_valid;
   logic                    ignore_pointer_collision;
   assign ignore_pointer_collision = control.trg_mode == trace_mode
                                     || control.trg_mode == r_stream_mode;
   always_comb begin
      write_valid = 0;
      if (WRITE_ALLOW_I) begin
         if (control.trg_mode == trace_mode) begin
            if (!status.trg_event) begin
               write_valid = 1;
            end
         end
         else if (control.trg_mode == rw_stream_mode) begin
            if (write_ptr != read_ptr) begin
               write_valid = 1;
            end
         end
         else if (control.trg_mode == r_stream_mode) begin
            write_valid = 1;
         end
      end
   end
   assign write = pending_write & RW_TURN_I & write_valid;
   always_ff @(posedge CLK_I) begin : WRITE_PROC
      if (!RST_NI) begin
         pending_write <= 0;
         DMEM_O <= '0;
         if(control.trg_mode == trace_mode) begin
            write_ptr <= 0;
         end
         else begin
            write_ptr <= TRB_DEPTH/2 - 1;
         end
      end
      else begin
         if (STORE_I) begin
            pending_write <= 1;
            DMEM_O <= DATA_I;
         end
         if (write_valid) begin
            if (pending_write && RW_TURN_I) begin
               pending_write <= 0;
               write_ptr <= (write_ptr + 1) % TRB_DEPTH;
            end
         end
      end
   end
   logic pending_read, finished_read;
   always_ff @(posedge CLK_I) begin : READ_PROC
      if (!RST_NI) begin
         pending_read <= 0;
         finished_read <= 0;
         if(control.trg_mode == trace_mode) begin
            read_ptr <= 1;
         end
         else begin
            read_ptr <= 0;
         end
      end
      else begin
         if(!LOAD_REQUEST_I) begin
            finished_read <= 0;
         end
         if (LOAD_REQUEST_I && !finished_read) begin
            pending_read <= 1;
         end
         if (!finished_read && read_valid) begin
            if ((LOAD_REQUEST_I || pending_read) && !RW_TURN_I) begin
               pending_read <= 0;
               finished_read <= 1;
               read_ptr <= (read_ptr + 1) % TRB_DEPTH;
            end
         end
      end
   end
   always_comb begin : READ_DATA_OUT
      if(!RST_NI) begin
         DATA_O = '0;
         LOAD_GRANT_O = 0;
      end
      else begin
         LOAD_GRANT_O = 0;
         DATA_O = '0;
         if (!finished_read && read_valid) begin
            if ((LOAD_REQUEST_I || pending_read) && !RW_TURN_I) begin
               DATA_O = DMEM_I;
               LOAD_GRANT_O = 1;
            end
         end
      end
   end
endmodule  
--- /design/flow/run.sh ---
#!/bin/bash
# OpenROAD 26Q1-2900-gdf79404cd8, Yosys 0.63+post, stock flow scripts
make -C /OpenROAD-flow-scripts/flow DESIGN_CONFIG=/design/flow/config.mk WORK_HOME=/design/flow/orfs finish
--- /design/flow/config.mk ---
export PLATFORM = sky130hd
export DESIGN_NAME = Logger
export DESIGN_NICKNAME = Logger
export VERILOG_FILES = /design/flow/design.v
export SDC_FILE = /design/flow/constraint.sdc
export NUM_CORES = 4
export LEC_CHECK = 1
export CORE_UTILIZATION = 30
--- /design/flow/constraint.sdc ---
current_design Logger

set clk_period 3.6
set clk_io_pct 0.2

create_clock -name clk0 -period $clk_period [get_ports {CLK_I}]

set non_clock_inputs [all_inputs -no_clocks]
set_input_delay [expr $clk_period * $clk_io_pct] -clock clk0 $non_clock_inputs
set_output_delay [expr $clk_period * $clk_io_pct] -clock clk0 [all_outputs]
==> impl_metrics.yaml <==
# implementation run metrics
worst_setup_path:
  reg2reg_from: "write_ptr[3]"
  crit_path_start_kind: "input port"
  arrival_ns: 6.02
  criticalPathCategory: "input port to flip-flop"
  crit_start: "CONTROL_I[3]"
  cp-end-kind: "flip-flop"
  required_ns: 3.64
  critPathMaxFanout: 4
sta:
  setup_ws_ns: -2.38
  clock_skew_ns: 0.00354
  clock.fmax_mhz: 167
  worst_slew_pin_slew_ns: 0.610
  drv_slew: 0
  min_period_ns: 5.98
  setup_viol: 5
  timing.setup.tns_ns: -8.20
  fin_crit_sh_pct: 166
  hold_viol_final: 0
  rsz0062_at_grt: "yes"
  max_slew_margin_pct: 59.3
die:
  dieWidth_um: 120
  rows: 42
  initial_utilization_pct: 31.1
  die_area_um2: 14300
  io_pins: 181
  die_h_um: 120
  core-area_um2: 13300
logic_synthesis:
  async_reset_ff_share_pct: 0
  ys_types: 73
  ys_seq_share_pct: 30.9
  avgSynthCellArea_um2: 8.92
  synth_area_leader_cell: "dfxtp_1"
  synthTopCellsByArea: "dfxtp_1, edfxtp_1, mux2i_1"
  yosys-stat-cells: 465
  synthFlopType: "dfxtp_1"
  ys_ff: 55
  top_area_share_pct: 17.9
  ys_area_um2: 4150
  yosys_warnings: 1
  synth_cells: 465
  synth-edff-count: 18
  synth.cell_area_um2: 4150
clock_network:
  clock_latency_ns: 0.29
  h-tree-depth: 2
  clk_pin_slew_ns: 0.07
  cts_tree: "done"
  root_buffer: "clkbuf_16"
  cts_sinks: 55
  cts_buffers: 5
  cts_buffer_depth: 2
job:
  warning_count: 37
  cap_viol_max_count: 0
drt:
  finalWirelength_um: 11900
  via_per_inst: 4.75
  first_pass_iters: 4
  wl_per_cell_um: 13.5
  antennaDiodeCount: 0
  vias: 4188
  ant_nets: 0
  drt_iter0_drc: 210
  drcViolationCount: 0
status:
  violations: "setup timing"
  run_status: "complete, but fails checks"
finish:
  drive_gt1_share_pct: 24.4
  fillers: 1177
  final_common_cell: "clkdlybuf4s50_1"
  synthToLayoutAreaGrowth_pct: 70.4
  layoutNonFillerInstCount: 882
  final_cell_mix: "clkdlybuf4s50_1, buf_4, nor2_1"
placed_design:
  dp_cells: 845
  io_buffer_count: 158
  pre_cts_ws_ns: -3.21
  dp.final_hpwl_um: 9130
  gp_congestion: 0.900
pwr:
  pwr_density_cell_nw_per_um2: 502
  power_mw: 3.55
  p_leak_nw: 2.95
  ir_drop_uv: 239
global_route:
  grt_max_degree: 39
  grt_overflow: 0
  grt_antenna_before_repair: 0
  grt_pass1_vias: 3987
  grtUsageTotal_pct: 16.6
  grt_pass1_wl_um: 19200
hold_path:
  min_path_type: "flip-flop to flip-flop"
  hold_path.startpoint: "pending_read"
## worst paths after layout
kind	to	slack, ns	cells past startpoint
worst max-delay path	hist_count[0]	-2.38	25
worst min-delay path	pending_read	0.49	2
worst max register to register	hist_count[6]	1.35	8
worst min register to register	pending_read	0.49	2
## cell families (layout without fill, tap and decap cells)
group | after synthesis | in the layout | synth area share, %
adder cells (fa/ha/maj) | 26 | 26 | 8.93
buffers and inverters | 63 | 297 | 7.45
multiplexers | 38 | 38 | 9.32
AND-OR/OR-AND | 73 | 73 | 13.5
AND/OR/NAND/NOR | 179 | 179 | 23.5
other | 1 | 8 | 0.0904
XOR/XNOR | 30 | 30 | 6.33
flip-flops | 55 | 55 | 30.9
## synthesized netlist by cell type (all sizes together) (9+ instances only)
| master | n |
|---|---|
| and2 | 40 |
| a21oi | 23 |
| buf | 21 |
| nor3 | 9 |
| xor2 | 18 |
| edfxtp | 18 |
| inv | 24 |
| nand2 | 24 |
| clkbuf | 18 |
| nand3 | 14 |
| ha | 20 |
| xnor2 | 12 |
| nor2 | 58 |
| dfxtp | 37 |
| mux2i | 36 |
## state kept, by name, summed over array words and instances (netlist names)
register and cells:
write_ptr 5, read_ptr 5, trg_event 1, pending_write 1, DMEM_O 32, status 1
finished_read 1, hist_count 8, pending_read 1
## area by class of cell
| cell class | count | area [um2] | area share, % |
|---|---|---|---|
| multi-input cells | 354 | 2840 | 40.1 |
| clock buffers | 8 | 158 | 2.23 |
| repair buffers | 265 | 2480 | 35.0 |
| flip-flops and latches | 55 | 1280 | 18.1 |
| inverters | 24 | 95.1 | 1.35 |
| well taps | 176 | 220 | 3.12 |
## layer usage
metal | share of wire (%) | routed length [um] | up-vias | track usage, %
met4 | 0.92 | 110 | 0 | 1.56
li1 | - | - | 2076 | -
met5 | 0 | 0 | - | 0
met1 | 43 | 5160 | 1955 | 23.5
met3 | 5.7 | 679 | 12 | 2.43
met2 | 50 | 5990 | 145 | 28.3
## per-stage QoR
| stage | instance area [um2] | utilization (%) | hold WS (ns) |
|---|---|---|---|
| after floorplan | 4310 | - | 0.427 |
| after global placement | 6470 | 48.5 | 0.450 |
| after detailed placement | 6470 | 48.5 | 0.471 |
| after CTS | 6940 | 52.0 | 0.489 |
| after global routing | 7070 | 53.0 | 0.512 |
| final | 7070 | 53.0 | 0.486 |
## worst max-delay path: stages
cell and delay (ns):
buf_6 0.10, fa_1 0.56, inv_2 0.06, fa_1 0.52
ha_4 0.21, and2_4 0.13, o311a_4 0.34, or4_4 0.50
nand3_4 0.12, inv_6 0.04, ha_4 0.21, nor2b_4 0.11
and4_4 0.26, a21oi_2 0.06, a31o_1 0.19, a32o_2 0.27
and2_4 0.15, nor2_4 0.11, ha_4 0.16, xnor2_2 0.11
or3_1 0.13, mux2i_1 0.06, or4b_1 0.50, o211a_1 0.14
a311o_1 0.26
## what timing repair did
| item | CTS | global route |
|---|---|---|
| hold buffers | 0 | 0 |
| setup buffers | 24 | 8 |
| setup endpoints to repair | 38 | 38 |
| gates cloned | 0 | 0 |
| gates resized | 47 | 21 |
| pin swaps | 20 | 16 |
## power breakdown
group	leakage, nW	switching [mW]	internal (mW)
Sequential	0.490	0.0565	0.731
Clock	0.0763	0.207	0.301
Combinational	2.38	1.03	1.22
Power and IR drop assume default switching activity.
