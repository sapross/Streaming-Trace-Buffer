## flow/design.v

```verilog
package DTB_PKG;
   localparam integer unsigned  TRB_WIDTH = 32;
   localparam integer unsigned  TRB_ADDR_WIDTH = 8;
   localparam integer unsigned  TRB_DEPTH = 256;
   localparam integer unsigned  TRB_MAX_TRACES = 16;
   localparam integer unsigned  TRB_NTRACE_BITS = $clog2($clog2(TRB_MAX_TRACES) + 1);
   typedef enum logic[1:0]
                {
                 trace_mode     = 2'b00,
                 rw_stream_mode = 2'b01,
                 r_stream_mode  = 2'b10,
                 w_stream_mode  = 2'b11
                 } trg_mode_t;
   localparam integer unsigned  TRB_DELAY_BITS = 8 - 2 - TRB_NTRACE_BITS;
   typedef struct               packed {
      trg_mode_t                  trg_mode;
      logic [TRB_NTRACE_BITS-1:0] trg_num_traces;
      logic [TRB_DELAY_BITS-1:0]  trg_delay;
   } control_t;
   localparam                     logic [2 + TRB_NTRACE_BITS + TRB_DELAY_BITS -1 :0] CONTROL_DEFAULT = '0;
   typedef struct                 packed {
      logic                       trg_event;
      bit [ $clog2(TRB_WIDTH)-1:0 ] event_pos;
      logic [7 - $clog2(TRB_WIDTH) - 1:0] zero;
   } status_t;
   localparam                       status_t STATUS_DEFAULT = '0;
   endpackage : DTB_PKG  
module RV_Interface
  #(
    parameter integer unsigned WRITE_WIDTH = 8,
    parameter integer unsigned READ_WIDTH = 8
    ) (
       input logic                    CLK_I,
       input logic                    RST_NI,
       input logic                    READ_READY_I,
       output logic                   READ_VALID_O,
       output logic [READ_WIDTH-1:0]  READ_DATA_O,
       output logic                   WRITE_READY_O,
       input logic                    WRITE_VALID_I,
       input logic [WRITE_WIDTH-1:0]  WRITE_DATA_I,
       input logic                    READ_ENABLE_I,
       input logic                    WRITE_ENABLE_I,
       output logic                   UPDATE_O,
       output logic [WRITE_WIDTH-1:0] DATA_O,
       input logic                    CHANGE_I,
       input logic [READ_WIDTH-1:0]   DATA_I,
       output logic                   READ_O
       );
   logic                              pending_read;
   assign READ_DATA_O = DATA_I;
   assign READ_VALID_O = pending_read && READ_ENABLE_I;
   assign READ_O = ~pending_read & READ_READY_I;
   always_ff @(posedge CLK_I) begin : READ_PROC
      if(!RST_NI) begin
         pending_read <= 0;
      end
      else begin
         if (CHANGE_I || READ_ENABLE_I && READ_READY_I) begin
            pending_read <= 1;
         end
         if (pending_read && READ_READY_I) begin
            pending_read <= 0;
         end
      end
   end
   logic pending_write;
   assign WRITE_READY_O = WRITE_VALID_I & pending_write;
   assign UPDATE_O = pending_write & WRITE_ENABLE_I;
   always_ff @(posedge CLK_I) begin : REG_DATA_O
      if(!RST_NI) begin
         DATA_O <= '0;
      end
      else begin
         if(WRITE_VALID_I) begin
            DATA_O <= WRITE_DATA_I;
         end
      end
   end
   always_ff @(posedge CLK_I) begin : WRITE_PROC
      if(!RST_NI) begin
         pending_write <= 0;
      end
      else begin
         if (WRITE_VALID_I) begin
            pending_write <= 1;
         end
         if (pending_write && WRITE_ENABLE_I) begin
            pending_write <= 0;
         end
      end
   end
endmodule  
```

## flow/run.sh

```bash
#!/bin/bash
# OpenROAD 26Q1-2900-gdf79404cd8, Yosys 0.63+post, stock flow scripts
make -C /OpenROAD-flow-scripts/flow DESIGN_CONFIG=/design/flow/config.mk WORK_HOME=/design/flow/orfs finish
```

## flow/config.mk

```make
export PLATFORM = sky130hd
export DESIGN_NAME = RV_Interface
export DESIGN_NICKNAME = RV_Interface
export VERILOG_FILES = /design/flow/design.v
export SDC_FILE = /design/flow/constraint.sdc
export NUM_CORES = 4
export LEC_CHECK = 1
export CORE_AREA = 10 10 70 70
export DIE_AREA = 0 0 80 80
```

## flow/constraint.sdc

```tcl
current_design RV_Interface

set clk_period 1.0
set clk_io_pct 0.2

create_clock -name clk0 -period $clk_period [get_ports {CLK_I}]

set non_clock_inputs [all_inputs -no_clocks]
set_input_delay [expr $clk_period * $clk_io_pct] -clock clk0 $non_clock_inputs
set_output_delay [expr $clk_period * $clk_io_pct] -clock clk0 [all_outputs]
```

==> flow_metrics.tcl <==
# metrics dict for downstream scripts
set metrics [dict create \
    holdPathEnd "pending_write$_SDFFE_PP0P_" \
    ioPinCount 43 \
    wire_per_inst_microns 10.6 \
    fin_skew_ns 0 \
    area_delta_synth_final_pct 70.3 \
    fp.dieH_microns 80 \
    dp_worst_setup_slack_ns -0.506 \
    cts_sinks 10 \
    drive_gt1_frac 0.408 \
    cap_violations 0 \
    grt_first_pass_wirelength_mm 1.96 \
    hp-start "WRITE_ENABLE_I" \
    top_area_frac 0.440 \
    min_period_ns 1.03 \
    worst_slew_pin_slew_ns 0.129 \
    clk_pin_slew_ns 0.07 \
    first_pass_iters 1 \
    setup_slack_ns -0.0290 \
    drt_iter0_drc 0 \
    cts_made_buffers 3 \
    via_count 374 \
    min_period_over_period 1.03 \
    worstSetupStartpointType "register" \
    reg2regPathDepth 3 \
    netlist_instances 44 \
    whs_ns 0.324 \
    min_path_cells 4 \
    slew-limit-headroom 0.911 \
    ys_seq_frac 0.440 \
    coreArea_sq_um 3420 \
    warning_count 27 \
    die_x_microns 80 \
    dieArea_sq_um 6400 \
    fp_util 0.133 \
    synthTopCellsByArea "dfxtp_1, mux2i_1, buf_4" \
    viasPerCell 3.20 \
    ant_nets 0 \
    globalplace.congestion 0.675 \
    run_status "complete, but fails checks" \
    p_leak_nw 0.352 \
    grt.overflow.total 0 \
    rr_startpoint "pending_read$_SDFFE_PP0P_" \
    power_mw 0.980 \
    antenna_found_initial 0 \
    synth_flops 10 \
    synth_area_per_cell_sq_um 10.4 \
    synth_warnings 1 \
    fin_util 0.227 \
    first_global_vias 396 \
    final_cell_mix "dfxtp_2, clkdlybuf4s50_1, nor2b_1" \
    clk_latency_ns 0.26 \
    synth_top_cell_by_area "dfxtp_1" \
    crit_path_end_kind "output pin" \
    setup.worst_path.class "register to output pin" \
    cp.arrival_ns 0.83 \
    r2r_end "pending_read$_SDFFE_PP0P_" \
    yosysChipArea_sq_um 455 \
    port_buffers 26 \
    worstHoldPathType "input pin to register" \
    routed_wl_mm 1.24 \
    setup_viol 3 \
    reg2reg_slack_ns 0.07 \
    rsz0062_at_grt "yes" \
    fmax_mhz 972 \
    slew_violations 0 \
    antenna_cells 0 \
    hold_viol 0 \
    placed_cell_area_sq_um 732 \
    critical_path_required_ns 0.80 \
    ctsHoldBuffers 0 \
    path_max_fanout 3 \
    row_count 21 \
    power.density_nw_per_um2 1260 \
    tritoncts "done" \
    postLayoutCellArea_sq_um 776 \
    drc_errors 0 \
    synthesis.area_sq_um 455 \
    ys_cells 44 \
    ys_types 12 \
    dp_hpwl_microns 988 \
    peakVddDrop_mv 0.331 \
    grt_max_degree 10 \
    violations "setup timing" \
    track_usage 0.0385 \
    cts_max_path_buffers 2 \
    cts-root-buf "clkbuf_4" \
    htreeDepth 1 \
]
[how the worst max path moves through the flow]
stage	from	cells after the start	endpoint	slack (ns)
CTS	pending_write$_SDFFE_PP0P_	2	UPDATE_O	-0.07
global route	pending_write$_SDFFE_PP0P_	2	UPDATE_O	-0.08
finish	pending_write$_SDFFE_PP0P_	2	UPDATE_O	-0.03
[synth_stat cells]
library cell   n
a211o_1        1
and2_1         2
and2_2         1
and3_1         1
buf_4          8
buf_6          1
dfxtp_1       10
mux2i_1        8
nand2_1        1
nor2_1         1
nor2b_1        9
o21ai_0        1
[cells by family (layout without fill, tap and decap cells)]
| group | Yosys count | after routing | share of synthesized area |
|---|---|---|---|
| and+or+nand+nor | 15 | 15 | 0.198 |
| AOI/OAI and AO/OA | 2 | 2 | 0.0302 |
| buffers and inverters | 9 | 36 | 0.157 |
| muxes | 8 | 8 | 0.176 |
| DFF | 10 | 10 | 0.440 |
[report_power, final]
part	internal (mW)	switching [mW]
clock network	0.221	0.146
logic	0.124	0.0464
registers	0.429	0.0136
[what timing repair did]
item                                    in CTS  in global routing
buffers inserted                             1                  1
resized                                     45                  4
pin swaps                                    2                  1
endpoints found under the setup margin      12                  8
[area by class of cell]
cell class | count | area [sq um]
Timing Repair Buffer | 32 | 282
Fill cell | 378 | 2640
Clock buffer | 4 | 36.3
Sequential cell | 10 | 213
Multi-Input combinational cell | 25 | 188
Tap cell | 46 | 57.6
[stage by stage]
stage | cells | setup TNS [ns]
floorplan | 44 | 0
global placement | 111 | -4.32
detailed placement | 111 | -4.43
CTS | 116 | -0.171
global route | 117 | -0.298
finish | 117 | -0.0770
[flip-flops by register name, summed over array words and instances, names as in the netlist]
register       count
DATA_O             8
pending_write      1
pending_read       1
[per-layer routing]
layer | vias up | wire [microns] | track usage | part of all wire
met1 | 167 | 516 | 0.0448 | 0.42
met3 | 0 | 150 | 0.0239 | 0.12
met4 | 0 | 0 | 0.00704 | 0
met2 | 16 | 571 | 0.0594 | 0.46
met5 | - | 0 | 0 | 0
li1 | 191 | - | - | -
[critical path, cell delays in order (launching register included)]
cell and delay (ns):
dfxtp_2 0.33, and2_4 0.14, buf_6 0.10
