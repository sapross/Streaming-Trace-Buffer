**flow/design.v**
```verilog
package DTB_PKG;
   localparam integer unsigned  TRB_WIDTH = 32;
   localparam integer unsigned  TRB_ADDR_WIDTH = 8;
   localparam integer unsigned  TRB_DEPTH = 256;
   localparam integer unsigned  TRB_MAX_TRACES = 16;
   localparam integer unsigned  TRB_NTRACE_BITS = $clog2($clog2(TRB_MAX_TRACES) + 1);
   typedef enum logic[1:0]
                {
                 trace_mode     = 2'b00,
                 rw_stream_mode = 2'b01,
                 r_stream_mode  = 2'b10,
                 w_stream_mode  = 2'b11
                 } trg_mode_t;
   localparam integer unsigned  TRB_DELAY_BITS = 8 - 2 - TRB_NTRACE_BITS;
   typedef struct               packed {
      trg_mode_t                  trg_mode;
      logic [TRB_NTRACE_BITS-1:0] trg_num_traces;
      logic [TRB_DELAY_BITS-1:0]  trg_delay;
   } control_t;
   localparam                     logic [2 + TRB_NTRACE_BITS + TRB_DELAY_BITS -1 :0] CONTROL_DEFAULT = '0;
   typedef struct                 packed {
      logic                       trg_event;
      bit [ $clog2(TRB_WIDTH)-1:0 ] event_pos;
      logic [7 - $clog2(TRB_WIDTH) - 1:0] zero;
   } status_t;
   localparam                       status_t STATUS_DEFAULT = '0;
   endpackage : DTB_PKG  
localparam integer unsigned TRB_WIDTH = 32;
localparam integer unsigned TRB_ADDR_WIDTH = 8;
localparam integer unsigned TRB_DEPTH = 32;
localparam integer unsigned TRB_MAX_TRACES = 16;
localparam integer unsigned TRB_NTRACE_BITS = $clog2($clog2(TRB_MAX_TRACES));
typedef enum logic [1:0] {
  trace_mode     = 2'b00,
  rw_stream_mode = 2'b01,
  r_stream_mode  = 2'b10,
  w_stream_mode  = 2'b11
} trg_mode_t;
localparam integer unsigned TRB_MODE_BITS = 2;
localparam integer unsigned TRB_CONTROL_BITS = 8;
localparam integer unsigned TRB_DELAY_BITS = 8 - 2 - TRB_NTRACE_BITS;
typedef struct packed {
  trg_mode_t                  trg_mode;
  logic [TRB_NTRACE_BITS-1:0] trg_num_traces;
  logic [TRB_DELAY_BITS-1:0]  trg_delay;
} control_t;
localparam logic [2 + TRB_NTRACE_BITS + TRB_DELAY_BITS -1 : 0] CONTROL_DEFAULT = '0;
typedef struct packed {
  logic                               trg_event;
  bit [$clog2(TRB_WIDTH)-1:0]         event_pos;
  logic [7 - $clog2(TRB_WIDTH) - 1:0] zero;
} status_t;
localparam integer unsigned TRB_STATUS_BITS = 8;
localparam status_t STATUS_DEFAULT = '0;
module MemoryController (
                         input logic                      CLK_I,
                         input logic                      RST_NI,
                         output logic                     RW_TURN_O,
                         output logic                     LOGGER_WRITE_ALLOW_O,
                         output logic                     LOGGER_READ_ALLOW_O,
                         input logic [TRB_ADDR_WIDTH-1:0] LOGGER_READ_PTR_I,
                         input logic [TRB_ADDR_WIDTH-1:0] LOGGER_WRITE_PTR_I,
                         input logic                      LOGGER_WRITE_I,
                         input logic [TRB_WIDTH-1:0]      LOGGER_DATA_I,
                         output logic [TRB_WIDTH-1:0]     LOGGER_DATA_O,
                         input logic                      TRG_EVENT_I,
                         input logic [1:0]                MODE_I,
                         output logic                     WRITE_ALLOW_O,
                         output logic                     READ_ALLOW_O,
                         output logic [TRB_WIDTH-1:0]     READ_DATA_O,
                         input logic                      READ_I,
                         input logic [TRB_WIDTH-1:0]      WRITE_DATA_I,
                         input logic                      WRITE_I
                         );
   logic                    write_turn, read_turn;
   assign read_turn = ~ write_turn;
   assign RW_TURN_O = write_turn;
   always_ff @(posedge CLK_I) begin
      if (!RST_NI) begin
         write_turn <= 0;
      end
      else begin
            write_turn <= ~write_turn;
      end
   end
   function logic incmod_unequal(input int unsigned a, input int unsigned b);
      int unsigned next;
      next = ((a + 1) % TRB_DEPTH);
      return (next != b);
   endfunction  
   bit [TRB_ADDR_WIDTH-1:0]           log_rptr, log_wptr;
   bit [TRB_ADDR_WIDTH-1:0]           log_wptr_next;
   assign log_rptr = LOGGER_READ_PTR_I;
   assign log_wptr = LOGGER_WRITE_PTR_I;
   assign log_wptr_next = (log_wptr + 1) % TRB_DEPTH;
   bit [TRB_ADDR_WIDTH-1:0]           sys_rptr, sys_wptr;
   bit [TRB_ADDR_WIDTH-1:0]           sys_wptr_next;
   assign sys_wptr_next = (sys_wptr + 1) % TRB_DEPTH;
   logic                              log_read_allow;
   assign LOGGER_READ_ALLOW_O = log_read_allow;
   logic                              log_write_allow;
   assign LOGGER_WRITE_ALLOW_O = log_write_allow;
   logic                              sys_read_allow;
   assign READ_ALLOW_O = sys_read_allow;
   logic                              sys_write_allow;
   assign WRITE_ALLOW_O = sys_write_allow;
   assign log_read_allow = MODE_I == trace_mode  ||
                           MODE_I == r_stream_mode ||
                           log_rptr != sys_wptr;
   assign log_write_allow = MODE_I == trace_mode ||
                            MODE_I == w_stream_mode ||
                            (log_wptr_next != log_rptr);
   always_comb begin
      sys_read_allow = 0;
      if (MODE_I == trace_mode) begin
        sys_read_allow = TRG_EVENT_I & !read_turn;
      end
      else if(MODE_I != w_stream_mode) begin
         if (sys_rptr != log_wptr) begin
            sys_read_allow = !read_turn;
         end
      end
   end
   always_comb begin
      sys_write_allow = 0;
      if (MODE_I == w_stream_mode) begin
        sys_write_allow = !write_turn;
      end
      else if(MODE_I == rw_stream_mode) begin
         if (sys_wptr_next != sys_rptr) begin
            sys_write_allow = !write_turn;
         end
      end
   end
   logic                              sys_pending_read;
   always_ff @(posedge CLK_I) begin : READ_POINTER_INC
      if (!RST_NI) begin
         sys_rptr <= TRB_DEPTH/2-1;
         sys_pending_read <= 0;
      end
      else begin
         if (MODE_I == trace_mode && !TRG_EVENT_I) begin
            sys_rptr <= log_wptr;
         end
         else begin
            if (READ_I) begin
               sys_pending_read <= 1;
            end
            if (READ_I || sys_pending_read) begin
               if (sys_read_allow && (MODE_I == trace_mode || sys_rptr != sys_wptr)) begin
                  sys_rptr <= (sys_rptr + 1) % TRB_DEPTH;
                  sys_pending_read <= 0;
               end
            end
         end
      end
   end
   always_ff @(posedge CLK_I) begin : WRITE_POINTER_INC
      if (!RST_NI) begin
         sys_wptr <= 0;
      end
      else begin
         if (!write_turn && WRITE_I) begin
            if (sys_write_allow) begin
               if ( MODE_I == rw_stream_mode && (sys_wptr + 1) % TRB_DEPTH != sys_rptr) begin
                  sys_wptr <= (sys_wptr + 1) % TRB_DEPTH;
               end
               else if(MODE_I == w_stream_mode) begin
                  sys_wptr <= (sys_wptr + 1) % TRB_DEPTH;
               end
            end
         end
      end
   end
   bit [TRB_ADDR_WIDTH-1:0] read_addr, write_addr;
   logic [TRB_WIDTH-1:0]     read_data, write_data;
   always_comb begin : RW_STROBE_MUX
      if(write_turn && LOGGER_WRITE_I) begin
         write_addr <= log_wptr;
         write_data <= LOGGER_DATA_I;
      end
      else begin
         write_data <= WRITE_DATA_I;
         write_addr <= sys_wptr;
      end
      if(read_turn) begin
         read_addr <= log_rptr;
      end
      else begin
         read_addr <= sys_rptr;
      end
   end
   always_ff @(posedge CLK_I) begin: MUX_READ_DATA
      if (!RST_NI) begin
         LOGGER_DATA_O <= '0;
         READ_DATA_O <= '0;
      end
      else begin
         if(!read_turn) begin
            READ_DATA_O <= read_data;
         end
         else begin
            LOGGER_DATA_O <= read_data;
         end
      end
   end
   SimBRAM_1KB bram
     (
      .clk(CLK_I),
      .rd_addr(read_addr),
      .rd_data(read_data),
      .wr_addr(write_addr),
      .wr_data(write_data),
      .C0(1'b0),  
      .C1(1'b0),
      .C2(1'b0),  
      .C3(1'b0),
      .C4(1'b1),  
      .C5(1'b0)   
      );
endmodule  
module SimBRAM_1KB (
                    input logic                    clk,
                    input bit [TRB_ADDR_WIDTH-1:0] rd_addr,
                    output logic [TRB_WIDTH-1:0]   rd_data,
                    input bit [TRB_ADDR_WIDTH-1:0] wr_addr,
                    input logic [TRB_WIDTH-1:0]    wr_data,
                    input logic                    C0,  
                    input logic                    C1,
                    input logic                    C2,
                    input logic                    C3,
                    input logic                    C4,
                    input logic                    C5
) ;
   logic [0:TRB_DEPTH-1]                             ram [TRB_WIDTH-1:0];
   initial begin
      for (int unsigned i =0; i<TRB_DEPTH; i++) begin
         ram[i] <= i;
      end
   end
   always_ff @(posedge clk) begin
      ram[wr_addr] <= wr_data;
   end
   assign rd_data = ram[rd_addr];
endmodule  
```
**flow/run.sh**
```bash
#!/bin/bash
# OpenROAD 26Q1-2900-gdf79404cd8, Yosys 0.63+post, stock flow scripts
make -C /OpenROAD-flow-scripts/flow DESIGN_CONFIG=/design/flow/config.mk WORK_HOME=/design/flow/orfs finish
```
**flow/config.mk**
```make
export PLATFORM = sky130hd
export DESIGN_NAME = MemoryController
export DESIGN_NICKNAME = MemoryController
export VERILOG_FILES = /design/flow/design.v
export SDC_FILE = /design/flow/constraint.sdc
export NUM_CORES = 4
export LEC_CHECK = 1
export CORE_UTILIZATION = 50
```
**flow/constraint.sdc**
```tcl
current_design MemoryController

set clk_period 40.1
set clk_io_pct 0.2

create_clock -name clk0 -period $clk_period [get_ports {CLK_I}]

set non_clock_inputs [all_inputs -no_clocks]
set_input_delay [expr $clk_period * $clk_io_pct] -clock clk0 $non_clock_inputs
set_output_delay [expr $clk_period * $clk_io_pct] -clock clk0 [all_outputs]
```
==> deck_impl_summary.md <==
Flow Results at a Glance

Status
  • Result of the run: complete, no violations

Clock network
  • Worst-Skew Late Latency: 710 ps
  • Clock H-tree levels: 3
  • Root buffer cell: clkbuf_16
  • Clock buffer count from CTS: 112
  • Hold_buf cts: 0
  • Post-CTS sizing: 0
  • Total clock sinks: 1103
  • Max Root-Sink Buffers: 3
  • CTS tree: built
  • Post-CTS setup buffer count: 0
  • Worst-path clk slew: 60 ps

Yosys
  • Netlist cell types: 70
  • Dominant synthesized flop cell: edfxtp_1
  • Flops & latches, synth: 1103
  • Post-synth EDFFs: 1024
  • Yosys stat area: 47400 sq um
  • Synth warn: 2
  • Post-synth ARST share: 0
  • Yosys cell count: 3444
  • Register area share after synthesis: 0.682
  • Post-Syn Instances: 3444
  • Mapped Area: 47400 sq um
  • Synth Area per Inst: 13.8 sq um

Worst setup path
  • Crit start category: primary input
  • Crit Path Class: primary input to output port
  • Arrival time at the worst endpoint: 10050 ps
  • Worst-path fanout max: 9
  • Crit end category: output port
  • CP required: 32080 ps

Global route
  • Gr ovfl total: 0
  • Pin count of the biggest net entering global routing: 99
  • Initial antenna violation count: 1
  • Global Route Usage Sum: 0.327
  • First-pass GRT wire length: 204000 um
  • Vias in the first global route: 31400

Power
  • P_int: 1970 uW
  • Clock network fraction of design power: 0.390
  • P_leak: 0.0179 uW
  • Pwr/cell area: 48.1 nW/um^2
  • Sw Share: 0.243
  • Flop pwr share: 0.500
  • Switching power: 631 uW
  • Peak supply drop: 0.0000375 V
  • Logic pwr share: 0.109

STA
  • Layout Skew: 32.6 ps
  • Slew margin rel.: 0.379
  • Max Freq: 55.3 MHz
  • Setup TNS: 0 ps
  • Worst Tran Pin Value: 928 ps
  • RSZ-0062 raised after global routing: false
  • Final Hold Fails: 0
  • Slew Limit Fails: 0
  • Final setup violation count: 0
  • Setup ws final: 22030 ps
  • Fin crit share: 0.451
  • Final min period: 18070 ps

Place
  • IO buf count: 156
  • Hpwl dp: 77500 um
  • Pre-CTS setup slack: 22020 ps
  • Placer Congestion: 0.910

Final layout
  • Commonest Layout Cell: edfxtp_1
  • Final Util: 0.578
  • Layout area overhead: 14.0%
  • Fillers: 7051
  • Share of layout cells above drive strength 1: 0.122
  • Seq. cell area: 32300 sq um
  • Most instantiated logic cells after routing: edfxtp_1 (1024), o21ai_0 (283), nand2_1 (221), nand2b_1 (171), clkdlybuf4s50_1 (154)
  • Logic area: 13800 sq um

Run
  • Max-Cap Viols: 0
  • Tool warnings: 29

Detailed routing
  • DR top layer: met5
  • Post-Route WL: 141000 um
  • Avg WL per Cell: 28.7 um
  • Met2 WL: 63700 um
  • Final ANT Viol Nets: 0
  • Met1 WL: 47500 um
  • DR DRC count: 0
  • DR pass1 iterations: 6
  • Vias per std cell: 6.21
  • Via count: 30500
  • Met3 WL: 24300 um
  • Initial DRC Count: 2428

Die
  • DIE WIDTH: 310 um
  • Io pins: 157
  • Die ar.: 96100 sq um
  • Placeable Area: 93600 sq um
  • FP Util: 0.507
  • Die Span Y: 310 um
  • Rows: 112

Hold path
  • Worst Hold Class: register to register
-- per-stage QoR --
stage               hold slack, ps  instance area [sq um]  total power, uW  cells
floorplan                      422                  47400             1490   3444
global placement               477                  50500             1600   4704
detailed placement             477                  50500             1610   4704
CTS                            486                  54100             2610   4910
global route                   507                  54100             2680   4910
finish                         488                  54100             2600   4911
-- worst max-delay path, stage by stage --
cell	delay, ps
clkdlybuf4s50_1	610
ha_1	310
nand2b_1	150
and2_1	150
o211ai_1	150
o31ai_1	100
nand4_1	100
clkdlybuf4s50_1	460
-- per-layer routing --
| layer | up-vias | GRT usage |
|---|---|---|
| li1 | 13400 | - |
| met1 | 14800 | 0.422 |
| met2 | 2022 | 0.462 |
| met3 | 278 | 0.237 |
| met4 | 2 | 0.0950 |
| met5 | - | 0.00708 |
-- synthesized netlist by cell type, drive strengths merged, types with 21 or more instances --
| master | n | area share |
|---|---|---|
| mux2i | 64 | 0.014 |
| a21oi | 141 | 0.015 |
| nor2b | 132 | 0.017 |
| mux2 | 36 | 0.0086 |
| clkbuf | 146 | 0.012 |
| and2 | 78 | 0.010 |
| dfxtp | 79 | 0.033 |
| o21ai | 327 | 0.035 |
| nand2 | 222 | 0.018 |
| nand3 | 52 | 0.0055 |
| o22ai | 132 | 0.018 |
| nor2 | 63 | 0.0050 |
| buf | 96 | 0.013 |
| edfxtp | 1024 | 0.65 |
| a22oi | 109 | 0.017 |
| inv | 128 | 0.010 |
| nand2b | 171 | 0.023 |
| a21boi | 21 | 0.0033 |
| a221oi | 51 | 0.0094 |
| mux4 | 81 | 0.038 |
| nor3 | 58 | 0.0061 |
| o221ai | 31 | 0.0057 |
-- final cells by class --
| class | instances | share of cell area |
|---|---|---|
| timing repair buffer | 248 | 0.0420 |
| clock buffer | 152 | 0.0569 |
| clock inverter | 54 | 0.00914 |
| tap | 1254 | 0.0290 |
| sequential | 1103 | 0.598 |
| multi-input combinational | 1971 | 0.256 |
| inverter | 128 | 0.00889 |
| antenna | 1 | 0.0000463 |
-- final timing paths --
kind	from	to	slack [ps]	cells after the start
worst max-delay path	LOGGER_WRITE_PTR_I[0]	LOGGER_WRITE_ALLOW_O	22030	8
worst min-delay path	READ_DATA_O[16]	READ_DATA_O[16]	490	2
worst max register to register	write_turn	READ_DATA_O[12]	34620	9
worst min register to register	READ_DATA_O[16]	READ_DATA_O[16]	490	2
-- state kept, by name, summed over array words and instances, names as in the netlist --
name              flops
sys_pending_read      1
bram.ram           1024
LOGGER_DATA_O        32
write_turn            1
sys_wptr              5
sys_rptr              8
READ_DATA_O          32
-- cells by family after synthesis --
family / count (synthesis) / synth area share
buffers and inverters: 370 / 0.0344
XOR/XNOR: 30 / 0.00554
flip-flops: 1103 / 0.682
adder cells (fa/ha/maj): 7 / 0.00185
AND-OR/OR-AND: 928 / 0.125
AND/OR/NAND/NOR: 825 / 0.0912
multiplexers: 181 / 0.0607
-- power by group through the flow --
stage	combinational [uW]	clock [uW]	sequential (uW)
4_1_cts	284	1030	1300
5_1_grt	308	1070	1300
6_report	285	1020	1300
Power and IR drop assume default switching activity.
